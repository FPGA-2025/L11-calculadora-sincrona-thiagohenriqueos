<file path="config.mk">
export PLATFORM = sky130hd
export DESIGN_NAME = calculadora_sincrona
export DESIGN_NICKNAME = calculadora_sincrona
export VERILOG_FILES = /design/flow/design.v
export SDC_FILE = /design/flow/constraint.sdc
export NUM_CORES = 4
export LEC_CHECK = 1
export CORE_UTILIZATION = 30
</file>
<file path="constraint.sdc">
current_design calculadora_sincrona

set clk_period 5.8
set clk_io_pct 0.2

create_clock -name clk0 -period $clk_period [get_ports {clk}]

set non_clock_inputs [all_inputs -no_clocks]
set_input_delay [expr $clk_period * $clk_io_pct] -clock clk0 $non_clock_inputs
set_output_delay [expr $clk_period * $clk_io_pct] -clock clk0 [all_outputs]
</file>
<file path="run.sh">
#!/bin/bash
# OpenROAD 26Q1-2900-gdf79404cd8, Yosys 0.63+post, stock flow scripts
make -C /OpenROAD-flow-scripts/flow DESIGN_CONFIG=/design/flow/config.mk WORK_HOME=/design/flow/orfs finish
</file>
<file path="design.v">
module bloco_operacional (
    input wire clk,
    input wire reset,
    input wire clr_AcReg,
    input wire clr_SaidaReg,
    input wire load_AcReg,
    input wire load_SaidaReg,
    input wire Sel0,
    input wire Sel1,
    input wire [7:0] entrada,
    output reg [7:0] saida
);
    reg [7:0] AcReg;
    reg [7:0] SaidaReg;
    always @(posedge clk or posedge reset) begin
            if (reset)
                AcReg <= 8'd0;
            else if (clr_AcReg)
                AcReg <= 8'd0;
            else if (load_AcReg)
                AcReg <= (Sel0 == 1'b0) ? (AcReg + entrada) : (AcReg - entrada);
        end
        always @(posedge clk or posedge reset) begin
            if (reset)
                SaidaReg <= 8'd0;
            else if (clr_SaidaReg)
                SaidaReg <= 8'd0;
            else if (load_SaidaReg)
                SaidaReg <= (Sel1 == 1'b0) ? AcReg : entrada;
        end
    always @(*) begin
        saida = SaidaReg;
    end
endmodule
module calculadora_sincrona (
    input wire clk,
    input wire reset,
    input wire [2:0] codigo,
    input wire [7:0] entrada,
    output wire [7:0] saida
);
    wire load_AcReg;
    wire load_SaidaReg;
    wire clr_AcReg;
    wire clr_SaidaReg;
    wire Sel0;
    wire Sel1;
    maquina_mealy controle (
        .clk(clk),
        .reset(reset),
        .codigo(codigo),
        .load_AcReg(load_AcReg),
        .load_SaidaReg(load_SaidaReg),
        .clr_AcReg(clr_AcReg),
        .clr_SaidaReg(clr_SaidaReg),
        .Sel0(Sel0),
        .Sel1(Sel1)
    );
    bloco_operacional datapath (
        .clk(clk),
        .reset(reset),   
        .clr_AcReg(clr_AcReg),
        .clr_SaidaReg(clr_SaidaReg),
        .load_AcReg(load_AcReg),
        .load_SaidaReg(load_SaidaReg),
        .Sel0(Sel0),
        .Sel1(Sel1),
        .entrada(entrada),
        .saida(saida)
    );
endmodule
module maquina_mealy (
    input  wire clk,
    input  wire reset,
    input  wire [2:0] codigo,
    output reg load_AcReg,
    output reg load_SaidaReg,
    output reg clr_AcReg,
    output reg clr_SaidaReg,
    output reg Sel0,
    output reg Sel1
);
parameter EST_RESET             = 3'b000;
parameter EST_MOSTRA_ENTRADA    = 3'b001;
parameter EST_SOMA              = 3'b010;
parameter EST_SUBTRAI           = 3'b011;
parameter EST_MOSTRA_ACUMULADOR = 3'b100;
reg [2:0] estado_atual, proximo_estado;
    always @(posedge clk or posedge reset) begin
        if (reset)
            estado_atual <= EST_RESET;
        else
            estado_atual <= proximo_estado;
    end
    always @(*) begin
        proximo_estado = estado_atual;  
        case (estado_atual)
            EST_RESET: begin
                if (codigo == 3'b000)
                    proximo_estado = EST_MOSTRA_ENTRADA;
                else if (codigo == 3'b001)
                    proximo_estado = EST_SOMA;
                else if (codigo == 3'b010)
                    proximo_estado = EST_SUBTRAI;
                else if (codigo == 3'b011)
                    proximo_estado = EST_MOSTRA_ACUMULADOR;
            end
            EST_MOSTRA_ENTRADA: begin
                if (codigo == 3'b000)
                    proximo_estado = EST_MOSTRA_ENTRADA;
                else if (codigo == 3'b001)
                    proximo_estado = EST_SOMA;
                else if (codigo == 3'b010)
                    proximo_estado = EST_SUBTRAI;
                else if (codigo == 3'b011)
                    proximo_estado = EST_MOSTRA_ACUMULADOR;
            end
            EST_SOMA: begin
                if (codigo == 3'b000)
                    proximo_estado = EST_MOSTRA_ENTRADA;
            end
            EST_SUBTRAI: begin
                if (codigo == 3'b000)
                    proximo_estado = EST_MOSTRA_ENTRADA;
            end
            EST_MOSTRA_ACUMULADOR: begin
                if (codigo == 3'b000)
                    proximo_estado = EST_MOSTRA_ENTRADA;
            end
            default: proximo_estado = EST_RESET;
        endcase
    end
    always @(*) begin
        load_AcReg     = 0;
        load_SaidaReg  = 0;
        clr_AcReg      = 0;
        clr_SaidaReg   = 0;
        Sel0           = 0;
        Sel1           = 0;
        if (estado_atual == EST_RESET) begin
            if (codigo == 3'b000) begin
                load_SaidaReg  = 1;
                Sel1           = 1;
            end else if (codigo == 3'b001) begin
                load_AcReg     = 1;
                clr_SaidaReg   = 1;
            end else if (codigo == 3'b010) begin
                load_AcReg     = 1;
                clr_SaidaReg   = 1;
                Sel0           = 1;
            end else if (codigo == 3'b011) begin
                load_SaidaReg   = 1;
            end 
        end else if (estado_atual == EST_MOSTRA_ENTRADA) begin
            if (codigo == 3'b000) begin
                load_SaidaReg  = 1;
                Sel1           = 1;
            end else if (codigo == 3'b001) begin
                load_AcReg     = 1;
                clr_SaidaReg   = 1;
            end else if (codigo == 3'b010) begin
                load_AcReg     = 1;
                clr_SaidaReg   = 1;
                Sel0           = 1;
            end else if (codigo == 3'b011) begin
                load_SaidaReg   = 1;
            end 
        end else if (estado_atual == EST_SOMA) begin
            if (codigo == 3'b000) begin
                load_SaidaReg  = 1;
                Sel1           = 1;
            end else if (codigo == 3'b001) begin
                load_AcReg     = 1;
                clr_SaidaReg   = 1;
            end else if (codigo == 3'b010) begin
                load_AcReg     = 1;
                clr_SaidaReg   = 1;
                Sel0           = 1;
            end else if (codigo == 3'b011) begin
                load_SaidaReg   = 1;
            end 
        end else if (estado_atual == EST_SUBTRAI) begin
            if (codigo == 3'b000) begin
                load_SaidaReg  = 1;
                Sel1           = 1;
            end else if (codigo == 3'b001) begin
                load_AcReg     = 1;
                clr_SaidaReg   = 1;
            end else if (codigo == 3'b010) begin
                load_AcReg     = 1;
                clr_SaidaReg   = 1;
                Sel0           = 1;
            end else if (codigo == 3'b011) begin
                load_SaidaReg   = 1;
            end 
        end else if (estado_atual == EST_MOSTRA_ACUMULADOR) begin
            if (codigo == 3'b000) begin
                load_SaidaReg  = 1;
                Sel1           = 1;
            end else if (codigo == 3'b001) begin
                load_AcReg     = 1;
                clr_SaidaReg   = 1;
            end else if (codigo == 3'b010) begin
                load_AcReg     = 1;
                clr_SaidaReg   = 1;
                Sel0           = 1;
            end else if (codigo == 3'b011) begin
                load_SaidaReg   = 1;
            end 
        end
    end
endmodule
</file>
==> out/metrics.yaml <==
synth:
  ys_area_um2: 1400
  synth_async_sr_flop_share: 1.00
  flop_cell: "dfrtp_1"
  ys_cells: 148
  synth_cell_types: 38
  synth-edff-count: 0
  ys_seq_frac: 0.378
  ys.flops: 21
  syn_inst: 148
  syn_avg_cell_area_um2: 9.43
  mappedNetlistArea_um2: 1400
  yosys_warnings: 2
timing:
  rsz0062_at_grt: "no"
  hold_viol: 0
  setup_ws_ps: 1980
  period_used_share: 0.658
  slew_viol_final: 0
  slew_headroom: 0.691
  setup_violations: 0
  worstMarginPinSlew_ps: 459
  fmax_mhz: 262
  fin_tns_setup_ps: 0
  fin_skew_ps: 9.65
  min_period_ps: 3820
clocking:
  path_clk_slew_ps: 90
  cts_hold_buf: 0
  cts_buffers: 3
  cts_sinks: 21
  clock.latency.late_pin_ps: 260
  cts_root_buffer: "clkbuf_8"
  clock_path_buffers: 2
  post-cts-setup-buffers: 0
  cts_tree: "yes"
  htree_levels: 1
  cts-resized-gates: 0
cells_and_area:
  nFillCells: 439
  lay_top_cells: "dfrtp_1 (20), clkdlybuf4s50_1 (20), nand2_1 (16)"
  regArea_um2: 527
  syn2layout_area_growth_pct: 21.3
  logic_area_um2: 813
  design_area_um2: 1690
  layout-drive-gt1-share: 0.101
routing:
  first_pass_iters: 4
  drt_iter0_drc: 44
  ant_nets: 0
  wl_per_cell_um: 12.2
  antenna_cells: 0
  via_per_inst: 4.76
  vias: 1051
  routed_wl_mm: 2.71
  drc: 0
setup_path:
  crit-reg2reg-launch: "controle.estado_atual[0]$_DFF_PP1_"
  critPathArrivalTime_ps: 3970
  worstSetupStartpointType: "input pin"
  reg2reg_slack_ps: 2930
  endpoint_kind: "flip-flop"
  cp_max_fo: 9
  crit_start: "codigo[2]"
  required_ps: 5960
  critPathKind: "input pin to flip-flop"
  ff2ff_path_depth: 11
  r2r-end: "datapath.AcReg[6]$_DFFE_PP0P_"
global_route:
  grt_pass1_wl_mm: 4.75
  antenna_found_initial: 0
  grt_pass1_vias: 1025
  grt_max_degree: 22
  grtUsageTotal: 0.122
  overflow: 0
floorplanning:
  dieHeight_um: 70.2
  die_w_um: 70.2
  coreArea_um2: 4410
  row_count: 24
  dieArea_um2: 4930
  ios: 21
  fp_util: 0.316
pwr:
  total_power_uw: 641
  power_leakage_uw: 0.000745
  power.density_nw_per_um2: 379
  peakVddDrop_v: 0.000124
placement:
  hpwl_mm: 2.09
  gp_congestion: 0.913
  pre_cts_slack_ps: 1730
  place_area_um2: 1650
  portBuffers: 20
run:
  drv_cap: 0
  openroad.warnings: 25
hold_path:
  hp-class: "flip-flop to flip-flop"
  holdPathStages: 2
  hold_end: "datapath.SaidaReg[0]$_DFFE_PP0P_"
  worstHoldStart: "datapath.SaidaReg[0]$_DFFE_PP0P_"
outcome:
  outcome: "complete, no violations"
-- cell usage after synthesis, types with 2 or more instances --
library cell	count	area share
a21o_1	2	0.011
xor2_1	4	0.025
dfrtp_1	20	0.36
nor3b_1	2	0.011
ha_1	8	0.072
o211a_1	2	0.014
a21oi_1	10	0.036
and2_1	2	0.0090
a31oi_1	2	0.0090
mux2i_1	9	0.065
nor3_1	4	0.014
inv_1	7	0.019
nand2_1	16	0.043
nor2b_1	2	0.0090
o21ai_1	9	0.032
xnor2_1	7	0.044
mux2_2	4	0.032
nor2_1	9	0.024
clkbuf_1	2	0.0054
buf_2	2	0.0072
o21ai_0	8	0.029
-- critical path, stage by stage --
cell             delay (ps)
clkdlybuf4s50_1         540
nor3b_1                 360
nor2b_1                 360
nor2_1                  100
xnor2_1                 140
ha_1                    350
a21o_1                  200
a21oi_1                 200
o21ai_0                 140
xor2_1                  150
mux2_2                  260
-- sequential cells by signal, summed over array words and instances (netlist names) --
signal / flops
datapath.AcReg: 8
datapath.SaidaReg: 8
controle.estado_atual: 5
-- power by group --
part / switching [µW] / total (µW) / internal, µW
Combinational: 143 / 306 / 163
Sequential: 36.6 / 237 / 200
Clock: 50.8 / 98.7 / 47.9
-- final cells by class --
cell class / count / area share
Clock buffer: 3 / 0.0244
Clock inverter: 1 / 0.00296
Inverter: 7 / 0.0155
Multi-Input combinational cell: 115 / 0.480
Sequential cell: 21 / 0.311
Tap cell: 52 / 0.0384
Timing Repair Buffer: 22 / 0.127
-- per-stage QoR --
stage,utilization,hold WS (ps),instances
after floorplan,-,431,148
after global placement,0.373,468,217
after detailed placement,0.373,474,217
after CTS,0.384,493,221
after global routing,0.384,506,221
final,0.384,482,221
-- worst max-delay path by stage --
| stage | endpoint | slack (ps) |
|---|---|---|
| after CTS | datapath.AcReg[6]$_DFFE_PP0P_ | 1990 |
| after global routing | datapath.AcReg[7]$_DFFE_PP0P_ | 1740 |
| final | datapath.AcReg[6]$_DFFE_PP0P_ | 1980 |
-- per-layer routing --
metal	up-vias	share of wire	track usage
li1	560	-	-
met1	475	0.53	0.200
met2	14	0.44	0.177
met3	2	0.026	0.0161
met4	0	0.0078	0.0267
met5	-	0	0
-- cells by family after synthesis --
logic type | count (synthesis) | synth area share
compound gates | 38 | 0.166
xor+xnor | 12 | 0.0807
fa+ha+maj | 9 | 0.0861
buf+inv | 12 | 0.0395
flops | 21 | 0.378
mux | 14 | 0.108
simple gates | 42 | 0.143
Power is estimated from default activity; no workload was simulated.
